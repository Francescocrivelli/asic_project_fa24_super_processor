<file path="flow/config.mk">
export PLATFORM = sky130hd
export DESIGN_NAME = RAM
export DESIGN_NICKNAME = RAM
export VERILOG_FILES = /design/flow/design.v
export SDC_FILE = /design/flow/constraint.sdc
export NUM_CORES = 4
export LEC_CHECK = 1
export CORE_UTILIZATION = 50
</file>
<file path="flow/constraint.sdc">
current_design RAM

set clk_period 21.8
set clk_io_pct 0.2

create_clock -name clk0 -period $clk_period [get_ports {clk}]

set non_clock_inputs [all_inputs -no_clocks]
set_input_delay [expr $clk_period * $clk_io_pct] -clock clk0 $non_clock_inputs
set_output_delay [expr $clk_period * $clk_io_pct] -clock clk0 [all_outputs]
</file>
<file path="flow/design.v">
module REGISTER(q, d, clk);
   parameter N = 1;
   output reg [N-1:0] q;
   input [N-1:0]      d;
   input 	     clk;
   always @(posedge clk)
    q <= d;
endmodule  
module REGISTER_CE(q, d, ce, clk);
   parameter N = 1;
   output reg [N-1:0] q;
   input [N-1:0]      d;
   input 	      ce, clk;
   always @(posedge clk)
     if (ce) q <= d;
endmodule  
module REGISTER_R(q, d, rst, clk);
   parameter N = 1;
   parameter INIT = {N{1'b0}};
   output reg [N-1:0] q;
   input [N-1:0]      d;
   input 	      rst, clk;
   always @(posedge clk)
     if (rst) q <= INIT;
     else q <= d;
endmodule  
module REGISTER_R_CE(q, d, rst, ce, clk);
   parameter N = 1;
   parameter INIT = {N{1'b0}};
   output reg [N-1:0] q;
   input [N-1:0]      d;
   input 	      rst, ce, clk;
   always @(posedge clk)
     if (rst) q <= INIT;
     else if (ce) q <= d;
endmodule  
module RAM(q, d, addr, we, clk);
   parameter DWIDTH = 8;                
   parameter AWIDTH = 8;                
   parameter DEPTH = 256;               
   input [DWIDTH-1:0] d;                
   input [AWIDTH-1:0] addr;             
   input 	      we, clk;
   reg [DWIDTH-1:0]   mem [DEPTH-1:0];
   output [DWIDTH-1:0] q;
   always @(posedge clk)
      if (we) mem[addr] <= d;
   assign q = mem[addr];
endmodule  
module PARAM_REGISTER # (parameter WIDTH = 1) (
   input reset,
   input [WIDTH-1:0] in, 
   input clk,
   output reg [WIDTH-1:0] out
);
   always @(posedge clk) begin
      if (reset) begin
         out <= {WIDTH{1'b0}};
      end else begin
         out <= in;
      end
   end
endmodule  
module PARAM_REGISTER_PC # (parameter WIDTH = 1) (
   input reset,
   input [WIDTH-1:0] in, 
   input clk,
   output reg [WIDTH-1:0] out
);
   always @(posedge clk) begin
      if (reset) begin
         out <= 32'h00002000;
      end else begin
         out <= in;
      end
   end
endmodule  
</file>
<file path="flow/run.sh">
#!/bin/bash
# OpenROAD 26Q1-2900-gdf79404cd8, Yosys 0.63+post, stock flow scripts
make -C /OpenROAD-flow-scripts/flow DESIGN_CONFIG=/design/flow/config.mk WORK_HOME=/design/flow/orfs finish
</file>
==> results.sh <==
# implementation run metrics
export IMPL_status="completed"
export IMPL_lay_top_count="edfxtp_1"
export IMPL_totalWireLength_um=187000
export IMPL_cts_tree="yes"
export IMPL_vias_per_cell=6.24
export IMPL_synth_cell_types=21
export IMPL_fp_util_pct=50.6
export IMPL_antenna_left=0
export IMPL_clkTransAtPathRegs_ns=0.06
export IMPL_worstPathArrival_ns=9.65
export IMPL_die_x_um=398
export IMPL_largestRegisters="mem (2048)"
export IMPL_synthDominantCellAreaShare_pct=78.5
export IMPL_p_sw_uw=1650
export IMPL_grtUsageTotal_pct=27.5
export IMPL_finalSetupTns_ns=0
export IMPL_dp_cells=5544
export IMPL_gp_congestion=0.847
export IMPL_ys_cells=3539
export IMPL_drtIter0Drc=2194
export IMPL_crit_required_ns=17.44
export IMPL_top_layer="met5"
export IMPL_grt_pass1_vias=42100
export IMPL_area_leaders="edfxtp_1, mux4_2, a22oi_1"
export IMPL_fin_crit_ns=14.01
export IMPL_ys_flops=2048
export IMPL_drive_gt1_share_pct=25.5
export IMPL_nFillCells=10800
export IMPL_clock_path_buffers=3
export IMPL_slew_violations=0
export IMPL_setup_violations=0
export IMPL_htreeDepth=4
export IMPL_clock_root_buffer="clkbuf_16"
export IMPL_hpwl_um=112000
export IMPL_met1_length_um=59300
export IMPL_post_route_period_util_pct=64.3
export IMPL_netlist_area_sq_um=78300
export IMPL_row_count=144
export IMPL_max_flop_register="mem"
export IMPL_clkSinkCount=2048
export IMPL_pwr_share_comb_pct=4.4
export IMPL_rsz0062_at_grt="no"
export IMPL_grt_max_degree=99
export IMPL_ys_area_sq_um=78300
export IMPL_drt_pre_antenna_iters=7
export IMPL_largest_area_cell="edfxtp_1"
export IMPL_slew_headroom_pct=15.4
export IMPL_pin_count=26
export IMPL_instances_no_fill=5918
export IMPL_ys_seq_share_pct=78.5
export IMPL_core_sq_um=155000
export IMPL_io_buffers=25
export IMPL_avgSynthCellArea_sq_um=22.1
export IMPL_flop_area_sq_um=61500
export IMPL_utilization_pct=56.9
export IMPL_die_area_sq_um=158000
export IMPL_num_vias=37000
export IMPL_wl_per_cell_um=31.6
export IMPL_met2_length_um=88000
export IMPL_drv_cap=0
export IMPL_openroad_warnings=26
export IMPL_largest_reg_flops=2048
export IMPL_drc=0
export IMPL_area_growth_pct=12.4
export IMPL_cts_buffers=197
export IMPL_intPower_uw=6500
export IMPL_place_ws_ns=7.70
export IMPL_power_density_nw_per_um2=92.5
export IMPL_p_sw_share_pct=20.2
export IMPL_sequentialPowerShare_pct=53.3
export IMPL_dr_wl_met3_um=34500
export IMPL_irDropWorstVdd_v=0.0000890
export IMPL_grt_antenna_before_repair=3
export IMPL_clockPowerShare_pct=42.3
export IMPL_end_kind="primary output"
export IMPL_worstPathMaxFanout=53
export IMPL_hold_path_class="input port to flop"
export IMPL_setup_worst_path_start_class="input port"
export IMPL_cts_setup_buffers=0
export IMPL_final_setup_worst_slack_ns=7.79
export IMPL_worst_pin_slew_ns=1.25
export IMPL_synth_cells=3539
export IMPL_die_h_um=398
export IMPL_grt_first_pass_wirelength_um=275000
export IMPL_layout_top_cells="edfxtp_1, mux4_2, a22oi_1"
export IMPL_comb_area_sq_um=15800
export IMPL_cts_resized=0
export IMPL_grt_remaining_overflow=0
export IMPL_max_freq_mhz=71.4
export IMPL_hold_buffers=0
export IMPL_leakagePower_uw=0.0268
export IMPL_criticalPathCategory="input port to primary output"
export IMPL_ys_warn_count=1
export IMPL_finalHoldViolCount=0
==> critical path, cell delays in order <==
cell and delay [ns]:
buf_8 0.50, buf_4 0.55, buf_4 0.65, mux4_2 0.61, a22oi_1 0.25, a21oi_1 0.23, o41ai_1 1.15, nand4_1 0.66
clkdlybuf4s50_1 0.58
==> cell families (layout without fill, tap and decap cells) <==
logic type	count (synthesis)	after routing	share of synthesized area (%)
DFF	2048	2048	78.5
muxes	512	512	14.7
AOI/OAI and AO/OA	416	416	3.63
and+or+nand+nor	330	330	1.74
buffers and inverters	233	564	1.40
other	0	4	0
==> power by group through the flow <==
stage | combinational, uW | clock [uW] | sequential [uW]
finish | 360 | 3440 | 4340
global route | 391 | 3650 | 4340
CTS | 364 | 3500 | 4340
==> cell usage after synthesis (all sizes together) <==
library cell	instances
a21oi	128
a22oi	256
and2	3
buf	87
clkbuf	145
edfxtp	2048
inv	1
mux4	512
nand2	28
nand2b	6
nand3	13
nand4	8
nor2	232
nor2b	7
nor3	30
o41ai	32
or2	2
or3	1
==> area by class of cell <==
cell class,count,share of cell area (%)
antenna,4,0.0114
clock buffer,243,5.99
clock inverter,127,1.52
inverter,1,0.00426
multi-input combinational,1258,17.9
sequential,2048,69.8
tap,2044,2.90
timing repair buffer,193,1.80
==> path summary, 6_finish.rpt <==
check	from	to	slack (ns)	cells after the start
worst min-delay path	d[4]	mem[118][4]	4.04	1
worst max-delay path	addr[0]	q[2]	7.79	9
==> per-layer routing <==
layer / GRT usage [%] / vias to the layer above
met5: 0.999 / -
met4: 5.92 / 7
met3: 22.9 / 272
met2: 38.6 / 2540
met1: 35.1 / 18700
li1: - / 15400
==> per-stage QoR <==
step / cell area (sq um) / hold slack (ns) / power (uW)
2_1_floorplan: 78300 / 4.46 / 4620
3_3_place_gp: 81400 / 4.86 / 4780
3_5_place_dp: 81500 / 4.87 / 4790
4_1_cts: 88100 / 4.01 / 8210
5_1_grt: 88100 / 4.05 / 8380
6_report: 88100 / 4.04 / 8150
Power and IR drop assume default switching activity.

`/design/flow/config.mk`:
```
export PLATFORM = sky130hd
export DESIGN_NAME = mux_5_to_1
export DESIGN_NICKNAME = mux_5_to_1
export VERILOG_FILES = /design/flow/design.v
export SDC_FILE = /design/flow/constraint.sdc
export NUM_CORES = 4
export LEC_CHECK = 1
export CORE_AREA = 10 10 95 95
export DIE_AREA = 0 0 105 105
```
`/design/flow/constraint.sdc`:
```
current_design mux_5_to_1

set clk_period 4.4
set clk_io_pct 0.2

create_clock -name clk0 -period $clk_period

set non_clock_inputs [all_inputs -no_clocks]
set_input_delay [expr $clk_period * $clk_io_pct] -clock clk0 $non_clock_inputs
set_output_delay [expr $clk_period * $clk_io_pct] -clock clk0 [all_outputs]
```
`/design/flow/design.v`:
```
module mux_5_to_1(  
    input [31:0] in_1,
    input [31:0] in_2,
    input [31:0] in_3,
    input [31:0] in_4,
    input [31:0] in_5,
    output reg [31:0] out,
    input [2:0] sel
);
always@(*) begin
    case (sel)
        3'b000: out = in_1;
        3'b001: out = in_2;
        3'b010: out = in_3;
        3'b011: out = in_4;
        3'b100: out = in_5;
        default: out = 32'b0;
    endcase
end
endmodule
```
`/design/flow/run.sh`:
```
#!/bin/bash
# OpenROAD 26Q1-2900-gdf79404cd8, Yosys 0.63+post, stock flow scripts
make -C /OpenROAD-flow-scripts/flow DESIGN_CONFIG=/design/flow/config.mk WORK_HOME=/design/flow/orfs finish
```
==> results_tabular.tex <==
% Generated from flow reports
\begin{tabular}{lr}
\hline
Metric & Value \\
\hline
\multicolumn{2}{l}{\textbf{Setup path}} \\
Most prevalent standard cell on the critical path & clkdlybuf4s50\_1 \\
Critical Path Max Stage Delay & 0.52 ns \\
Cell-by-cell trace of the critical path & clkdlybuf4s50\_1, nor2\_2, buf\_4, a32oi\_1, o21ai\_1, clkdlybuf4s50\_1 \\
Number of cells on the critical path & 6 \\
CP bufs+invs & 3 \\
Crit path launch type & input pin \\
Cell family contributing the most delay on the critical path & buffers and inverters \\
Critical-path maximum fanout & 12 \\
Worst Setup End Kind & output port \\
Arrival time of data at the critical path endpoint & 2.91 ns \\
Start-to-end type of the worst setup path & input pin to output port \\
Required time at the worst-slack endpoint & 3.52 ns \\
Critical-path cell with the highest stage delay & clkdlybuf4s50\_1 \\
\multicolumn{2}{l}{\textbf{Placement}} \\
Post-detail-place hpwl & 7500 um \\
Post-DP Area & 3340 um2 \\
Count of placed standard cells including taps & 437 \\
Minimum setup slack after placement & 0.568 ns \\
Routability-driven placement congestion ratio & 0.811 \\
I/O Buffers & 195 \\
\multicolumn{2}{l}{\textbf{Logic synthesis}} \\
Cell accounting for the most synthesized area & mux2\_4 \\
Top-area cell share & 0.303 \\
Synthesis warning total & 1 \\
Gate count after technology mapping & 158 \\
Biggest area contributors in the synthesized netlist & mux2\_4, a32oi\_1, a22oi\_1 \\
Number of cells in the yosys synthesis report & 158 \\
Netlist cell types & 20 \\
Synth Cell Area & 1340 um2 \\
Chip Area, Yosys & 1340 um2 \\
Register share after synthesis & 0 \\
Per-instance average area after synthesis & 8.48 um2 \\
\multicolumn{2}{l}{\textbf{STA}} \\
Setup repair after global routing missed its margin & no \\
Final Max Slew Viols & 0 \\
Final-layout setup total negative slack & 0 ns \\
Max\_slew headroom & 0.504 \\
Final setup violation count & 0 \\
Transition time at the pin with the least slew margin & 0.744 ns \\
Worst setup slack after layout & 0.607 ns \\
Worst hold margin & 2.69 ns \\
Hold Fails Final Rpt & 0 \\
FMAX & 264 MHz \\
Final critical delay including setup and external delays & 3.79 ns \\
Crit share post-route & 0.862 \\
\multicolumn{2}{l}{\textbf{GRT}} \\
Wire length of the first global-routing pass & 13100 um \\
Aggregate global routing overflow & 0 \\
Vias in the first global route & 2198 \\
Aggregate global-route resource usage & 0.148 \\
Number of antenna violations at the first check in global routing & 0 \\
Pin count of the biggest net entering global routing & 33 \\
\multicolumn{2}{l}{\textbf{Drt}} \\
Highest metal layer with signal wires & met4 \\
DR DRC count & 0 \\
Via total after detailed routing & 2138 \\
Post-route met1 wirelength & 3660 um \\
Sum of met2 wire segment lengths after detailed routing & 4440 um \\
Routed via count divided by cell count & 4.89 \\
Detailed-route wire length per cell & 20.6 um \\
Final WL & 9000 um \\
Initial DRC count & 90 \\
Pre-Repair DR Iteration Count & 6 \\
WL met3 & 806 um \\
Antenna Violating Nets Remaining & 0 \\
Antenna cells & 0 \\
\multicolumn{2}{l}{\textbf{Final layout}} \\
Cell Count, Final, Fillers Out & 437 \\
Share of post-route cells with drive strength above 1 & 0.138 \\
Flop count & 0 \\
\# clk buffers & 0 \\
Finished Cell Area & 3340 um2 \\
Util after Layout & 0.483 \\
Commonest Layout Cell & clkdlybuf4s50\_1 \\
Combined flip-flop and latch cell area & 0 um2 \\
Area grow syn2layout & 149\% \\
Top cells excl fill/tap & clkdlybuf4s50\_1, a22oi\_1, a32oi\_1 \\
\multicolumn{2}{l}{\textbf{Power}} \\
Leakage power total & 1.21 nW \\
Final total power & 0.324 mW \\
VDD IR-drop max & 0.0000362 V \\
Ratio of total power to cell area & 97.2 nW/um2 \\
\multicolumn{2}{l}{\textbf{Die}} \\
Count of pins on the block boundary & 195 \\
Die height & 105 um \\
Core Region & 6910 um2 \\
Floorplan-stage core utilization & 0.194 \\
Width of the die & 105 um \\
Floorplan row count & 30 \\
Die Outline Area & 11000 um2 \\
\multicolumn{2}{l}{\textbf{Min path}} \\
Kind of path behind the tightest hold check & input pin to output port \\
Worst min-delay path startpoint & sel[0] \\
End of the worst hold path & out[23] \\
Worst hold stages & 5 \\
\multicolumn{2}{l}{\textbf{Clocking}} \\
Post-CTS setup-driven buffer insertion count & 0 \\
Cts hold-fix bufs & 0 \\
Post-CTS resize count & 0 \\
\multicolumn{2}{l}{\textbf{Status}} \\
Run status & complete, no violations \\
\multicolumn{2}{l}{\textbf{Job}} \\
Reported max-cap violation count & 0 \\
Log Warnings & 32 \\
\hline
\end{tabular}
## kinds of logic (layout without fill, tap and decap cells)
family          after synthesis  after routing  share of synthesized area
compound gates               93             93                      0.492
buf+inv                      24            207                      0.123
mux                          33             33                      0.352
simple gates                  8              8                     0.0327
## synth_stat cells
cell type   n
a22oi_1    31
a32oi_1    31
o21ai_1    30
mux2_4     27
buf_2      10
clkbuf_1    6
mux2_2      5
buf_4       3
buf_12      2
nand3_1     2
nor2b_1     2
and2b_1     1
buf_6       1
buf_8       1
inv_1       1
mux2i_1     1
nand2_1     1
nor2_1      1
o21ai_0     1
or3_1       1
## report_power, final
| part | switching, mW | internal, mW |
|---|---|---|
| Combinational | 0.0910 | 0.233 |
| Clock | 0 | 0 |
| Sequential | 0 | 0 |
## routing by layer
metal  global-route usage  vias up
met5                    0        -
met4               0.0137        0
met3               0.0435        6
met2                0.260      122
met1                0.178      970
li1                     -     1040
## cell type report
cell class	instances	area (um2)
inverters	1	3.75
multi-input cells	134	1180
fillers	685	3570
well taps	96	120
repair buffers	206	2030
## worst max-delay path by stage
stage	from	to	slack (ns)
after CTS	sel[2]	out[16]	0.56
after global routing	sel[2]	out[13]	0.48
final	sel[2]	out[16]	0.61
Power is estimated from default activity; no workload was simulated.

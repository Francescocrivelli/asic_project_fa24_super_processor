==> flow/design.v <==
module ALU(
    input [31:0] A,B,
    input [3:0] ALUop,
    output reg [31:0] Out
);
reg [31:0] sol;
always@(*) begin
    case (ALUop) 
        4'd0: begin
            sol = A + B;
        end
        4'd1: begin
            sol = A - B;
        end
        4'd2: begin
            sol = A & B; 
        end
        4'd3: begin
            sol = A | B;
        end
        4'd4: begin
            sol = A ^ B;
        end
        4'd5: begin
            sol = ($signed(A) < $signed(B)) ? 1 : 0;
        end
        4'd6: begin
            sol = (A < B) ? 1 : 0;
        end
        4'd7: begin
            sol = A << B[4:0];
        end
        4'd8: begin
            sol = $signed(A) >>> B[4:0];
        end
        4'd9: begin
            sol = A >> B[4:0];
        end
        4'd11: begin
            sol = A;
        end
        4'd10: begin
            sol = B;
        end
        4'd15: begin
            sol = 0;
        end
        default: sol = 0;
    endcase
    Out = sol;
end
endmodule
==> flow/run.sh <==
#!/bin/bash
# OpenROAD 26Q1-2900-gdf79404cd8, Yosys 0.63+post, stock flow scripts
make -C /OpenROAD-flow-scripts/flow DESIGN_CONFIG=/design/flow/config.mk WORK_HOME=/design/flow/orfs finish
==> flow/config.mk <==
export PLATFORM = sky130hd
export DESIGN_NAME = ALU
export DESIGN_NICKNAME = ALU
export VERILOG_FILES = /design/flow/design.v
export SDC_FILE = /design/flow/constraint.sdc
export NUM_CORES = 4
export LEC_CHECK = 1
export CORE_UTILIZATION = 40
==> flow/constraint.sdc <==
current_design ALU

set clk_period 15.7
set clk_io_pct 0.2

create_clock -name clk0 -period $clk_period

set non_clock_inputs [all_inputs -no_clocks]
set_input_delay [expr $clk_period * $clk_io_pct] -clock clk0 $non_clock_inputs
set_output_delay [expr $clk_period * $clk_io_pct] -clock clk0 [all_outputs]
==> impl_metrics.py <==
# Auto-generated metrics
metrics = {
    "synth": {
        "avgSynthCellArea_um2": 6.98,
        "ys_chip_area_mm2": 0.00905,
        "ys_sh_adder_pct": 14.3,
        "ys_warn_count": 1,
        "mux_area_share_pct": 20.7,
        "synth_cell_type_count": 80,
        "top_logic_kind": "AND-OR/OR-AND gates",
        "yosys.area.top_type_share_pct": 15.7,
        "synthAoiAreaFrac_pct": 33.0,
        "yosysTopAreaCell": "mux4_2",
        "syn_inst": 1296,
        "area_leaders": "mux4_2, ha_1, nor2_1, a21oi_1, o21ai_0",
        "ys_cells": 1296,
        "netlist_area_mm2": 0.00905,
        "ys_seq_share_pct": 0,
        "ys_sh_xor_pct": 2.03,
        "ys_sh_simple_pct": 20.6,
    },
    "place": {
        "gp_congestion": 1.09,
        "hpwlAfterDp_um": 31200,
        "place_area_mm2": 0.0101,
        "port_buffers": 100,
    },
    "timing": {
        "final-max-slew-violation-count": 0,
        "worstMarginPinSlew_ns": 0.849,
        "tns_ns": 0,
        "fmaxAchievable_ghz": 0.0930,
        "hold_violations": 0,
        "setup_viol": 0,
        "finalCritPeriodShare_pct": 68.5,
        "maxSlewHeadroom_pct": 42.8,
        "grt_setup_unrepaired": "no",
        "finalCriticalPeriod_ns": 10.76,
    },
    "layout": {
        "postLayoutCoreUtil_pct": 45.9,
        "fill_cells": 2223,
        "layout-drive-gt1-share_pct": 9.66,
        "flop-count": 0,
        "fin_area_mm2": 0.0101,
        "nClkBuffers": 0,
        "regArea_um2": 0,
        "mi_logic_area_mm2": 0.00822,
        "synthToLayoutAreaGrowth_pct": 11.8,
    },
    "pwr": {
        "leakagePower_nw": 4.05,
        "p_per_area_mw_per_mm2": 36.2,
        "peakVddDrop_v": 0.0000167,
        "power.total_w": 0.000367,
    },
    "detailed_routing": {
        "viasPerCell": 6.81,
        "routed_wl_um": 41300,
        "ant_nets": 0,
        "drt_first_pass_iters": 6,
        "avgRoutedWirePerCell_um": 26.0,
        "drc": 0,
        "vias": 10800,
        "drt-initial-drc-count": 1116,
        "n_antenna_cell": 0,
    },
    "worst_setup_path": {
        "critPathKind": "input pin to output pin",
        "crit_top_cell": "a31oi_1",
        "critPathSlowestCell": "ha_1",
        "crit_arrival_ns": 7.62,
        "startpoint_type": "input pin",
        "end_kind": "output pin",
        "crit_chain": "buf_2 > buf_4 > inv_1 > ha_1 > nor2b_1 > o211ai_1 > a31oi_1 > o311ai_1 > a311oi_2 > o21ai_0 > a31oi_1 > o41ai_1 > clkdlybuf4s50_1",
        "cpPeakStageDelay_ns": 0.60,
        "worstPathRequired_ns": 12.56,
        "crit_fanout": 60,
    },
    "floorplanning": {
        "dieArea_mm2": 0.0232,
        "rows": 54,
        "core_mm2": 0.0220,
        "initCoreUtil_pct": 41.1,
        "die_h_um": 152,
        "fp.dieW_um": 152,
        "io_pins": 100,
    },
    "clocking": {
        "postCtsSetupBuffers": 0,
        "cts_resized": 0,
        "cts_hold_buf": 0,
    },
    "grt": {
        "grt_antenna_before_repair": 1,
        "grt_util_all_layers_pct": 35.8,
        "grt_pass1_vias": 10107,
        "grt_pass1_wl_um": 62200,
        "grt_overflow": 0,
        "grt_max_degree": 62,
    },
    "run_status": {
        "status": "finished, final reports clean",
    },
    "run": {
        "cap_violations": 0,
        "warnings": 100,
    },
    "worst_hold_path": {
        "hp-class": "input pin to output pin",
    },
}
## worst max-delay path: cells and delay by family
kind / cells / cell delay [ns]
AND-OR/OR-AND: 7 / 2.25
adder cells (fa/ha/maj): 1 / 0.60
buffers and inverters: 4 / 1.47
AND/OR/NAND/NOR: 1 / 0.11
## report_power, final
part | internal [W] | switching [W] | leakage [nW] | total [W]
Clock | 0 | 0 | 0 | 0
Sequential | 0 | 0 | 0 | 0
Combinational | 0.000150 | 0.000216 | 4.05 | 0.000367
Total | 0.000150 | 0.000216 | 4.05 | 0.000367
## cell usage in the layout (no fill, tap or decap), types with 10 or more instances in the layout
| master | netlist | routed |
|---|---|---|
| xnor2_1 | 20 | 20 |
| mux4_2 | 63 | 63 |
| nor2_1 | 163 | 161 |
| a21o_1 | 17 | 17 |
| nand3_1 | 32 | 32 |
| ha_1 | 100 | 100 |
| o21bai_1 | 10 | 10 |
| o22ai_1 | 13 | 13 |
| inv_1 | 93 | 93 |
| o211ai_1 | 23 | 23 |
| a211oi_1 | 24 | 24 |
| a221oi_1 | 28 | 28 |
| buf_4 | 4 | 30 |
| nand2b_1 | 11 | 11 |
| a21oi_1 | 105 | 105 |
| o21ai_0 | 87 | 87 |
| or3_1 | 13 | 13 |
| a22oi_1 | 24 | 24 |
| clkdlybuf4s50_1 | 0 | 94 |
| nand2_1 | 98 | 98 |
| nor3_1 | 39 | 36 |
| mux2i_1 | 38 | 38 |
| o31ai_1 | 12 | 12 |
| a31oi_1 | 11 | 11 |
## path summary, 6_finish.rpt
kind,to,slack (ns),cells past startpoint,from
max,Out[31],4.94,13,B[4]
min,Out[1],7.40,6,B[1]
## per-layer routing
layer	track usage, %	routed length (µm)
met5	0	13
met4	13.7	1940
met3	11.7	5290
met2	52.0	17500
met1	49.8	16500
## cell usage after synthesis, drive strengths merged, types with 8 or more instances
cell	n
a221oi	28
nand2b	11
ha	100
xnor2	20
a221o	9
o31ai	12
or3	13
a21o	17
clkbuf	77
a31oi	11
o22ai	13
nor3	39
a22oi	24
mux2i	38
buf	42
nor4	9
nor2b	8
nand2	98
a21oi	106
mux4	63
nand3	32
o311ai	8
nor2	163
o211ai	24
o21bai	10
a211oi	24
and3	9
o21ai	89
o21a	8
inv	94
## cell families (layout without fill, tap and decap cells)
logic type / count (synthesis) / count (layout)
compound gates: 438 / 438
xor+xnor: 21 / 21
fa+ha+maj: 102 / 102
buf+inv: 216 / 225
mux: 108 / 108
simple gates: 411 / 411
## cell type report
| type | instances | area share (%) |
|---|---|---|
| Timing Repair Buffer | 128 | 11.7 |
| Multi-Input combinational cell | 1080 | 81.2 |
| Tap cell | 280 | 3.46 |
| Inverter | 97 | 3.60 |
## per-stage QoR
step	worst slack, ns	hold WS, ns	cells
3_5_place_dp	5.13	7.41	1585
5_1_grt	4.79	7.48	1585
4_1_cts	5.11	7.41	1585
2_1_floorplan	6.09	6.44	1296
3_3_place_gp	5.18	7.42	1585
6_report	4.94	7.40	1585
Power is estimated from default activity; no workload was simulated.
